## flow/config.mk

```make
export PLATFORM = sky130hd
export DESIGN_NAME = regs
export DESIGN_NICKNAME = regs
export VERILOG_FILES = /design/flow/design.v
export SDC_FILE = /design/flow/constraint.sdc
export NUM_CORES = 4
export LEC_CHECK = 1
export CORE_UTILIZATION = 50
```

## flow/constraint.sdc

```tcl
current_design regs

set clk_period 1.9
set clk_io_pct 0.2

create_clock -name clk0 -period $clk_period [get_ports {clk}]

set non_clock_inputs [all_inputs -no_clocks]
set_input_delay [expr $clk_period * $clk_io_pct] -clock clk0 $non_clock_inputs
set_output_delay [expr $clk_period * $clk_io_pct] -clock clk0 [all_outputs]
```

## flow/design.v

```verilog
module regs #(parameter n = 8)  
(input logic clk, w, sw8, 
 input logic [n-1:0] uInput,  
 input logic [n-1:0] Wdata,
 input logic [2:0] Raddr1, Raddr2, Waddr,
 output logic [n-1:0] Rdata1, Rdata2, disp
 );
	logic [n-1:0] gpr [5:0];
	always_ff @ (posedge clk)
	begin
		if (w) begin
            gpr[Waddr] <= Wdata;
		end
		gpr[1] = {n{sw8}};
		gpr[2] = uInput;
	end
	always_comb begin
		Rdata1 = (Raddr1 == 3'd0) ? {n{1'b0}} : gpr[Raddr1];
		Rdata2 = (Raddr2 == 3'd0) ? {n{1'b0}} : gpr[Raddr2];
		disp = gpr[5];
	end
endmodule  
```

## flow/run.sh

```bash
#!/bin/bash
# OpenROAD 26Q1-2900-gdf79404cd8, Yosys 0.63+post, stock flow scripts
make -C /OpenROAD-flow-scripts/flow DESIGN_CONFIG=/design/flow/config.mk WORK_HOME=/design/flow/orfs finish
```

==> flow_metrics.py <==
# Metrics from the implementation run
metrics = {
    "cts": {
        "max-clock-path-buffers": 2,
        "numCtsBuffers": 5,
        "tritoncts": "built",
        "cts.sinks": 33,
        "ctsRootBufferMaster": "clkbuf_4",
        "cts-htree-levels": 2,
        "clk_pin_slew_ns": 0.09,
    },
    "finish": {
        "lay_top_cells": "clkdlybuf4s50_1, buf_4, edfxtp_1, mux2i_1, buf_6",
        "reg_top3": "gpr: 33 flops",
        "finalNonFillerCells": 250,
        "area_growth_pct": 61.4,
        "final_util_pct": 84.5,
        "fin_area_sq_mm": 0.00256,
        "largest_register_ffs": 33,
        "top_register": "gpr",
        "layout-drive-gt1-share_pct": 45.1,
        "n_fill_cell": 161,
    },
    "route": {
        "detail_route.vias_per_cell": 5.21,
        "insertedDiodeCount": 0,
        "route.met2.wl_um": 1790,
        "dr.pass1.iters": 4,
        "antenna_left": 0,
        "num_vias": 1303,
        "wl_um": 3920,
        "routed-wl-met3_um": 264,
        "wl_per_cell_um": 15.7,
        "met1_length_um": 1800,
        "drc": 0,
        "drtIter0Drc": 49,
        "highest_layer": "met4",
    },
    "placement": {
        "dpl_worst_slack_ns": -0.598,
        "dp_cells": 220,
        "post_dp_cell_area_sq_mm": 0.00223,
        "dp_hpwl_um": 2590,
        "io_buffers": 51,
        "place.gp.congestion": 0.836,
    },
    "synth": {
        "synthCells": 116,
        "yosysWarnings": 1,
        "syn_area_sq_mm": 0.00159,
        "yosysUniqueCellTypes": 22,
        "ys.flop_type": "edfxtp_1",
        "seq_area_frac_synth_pct": 56.8,
        "ys_ff": 33,
        "synthArstFlopShare_pct": 0,
        "synth-edff-count": 24,
        "synth_chip_area_sq_mm": 0.00159,
        "ys_cells": 116,
        "syn_avg_cell_area_sq_um": 13.7,
    },
    "power": {
        "switching_power_uw": 352,
        "ir_drop_v": 0.000548,
        "internal_power_mw": 1.16,
        "switching_share_pct": 23.2,
        "p_leak_nw": 1.06,
        "clock_power_share_pct": 23.7,
        "comb_power_share_pct": 22.5,
        "total_power_mw": 1.52,
        "power_density_mw_per_mm2": 592,
        "p_seq_share_pct": 53.7,
    },
    "global_route": {
        "grt_pass1_vias": 1331,
        "grt_pass1_wl_um": 6090,
        "grt_max_degree": 10,
        "grt_overflow_total": 0,
        "grt.total_usage_pct": 25.7,
        "grt_antenna_before_repair": 0,
    },
    "setup_path": {
        "slowest_delay_ns": 0.43,
        "required_ns": 1.52,
        "crit_start": "gpr[1][6]",
        "worstSetupPathType": "reg2out",
        "start_kind": "flip-flop",
        "cp_data_arrival_time_ns": 1.63,
        "cp_slowest_cell": "mux4_2",
        "cp-endpoint": "Rdata1[7]",
        "cp_cell_sequence": "buf_6 -> mux2_4 -> mux4_2 -> buf_2",
        "crit_fanout": 7,
        "end_kind": "output port",
    },
    "final_timing": {
        "finalCritPeriodShare_pct": 106,
        "tns_ns": -0.309,
        "setup_viol": 6,
        "worst_pin_slew_ns": 0.182,
        "whs_ns": 0.483,
        "min_period_ns": 2.01,
        "hold_viol": 0,
        "timing.final.ws_setup_ns": -0.112,
        "slew_viol_final": 0,
        "slew_headroom_pct": 87.5,
        "fmax_mhz": 497,
        "rsz0062_at_grt": "true",
    },
    "job": {
        "maxCapViolCount": 0,
        "warnings": 28,
    },
    "floorplan": {
        "fp.dieW_um": 58.3,
        "fp_util_pct": 52.4,
        "core_area_sq_mm": 0.00303,
        "std_cell_rows": 20,
        "boundaryPins": 52,
        "chipArea_sq_mm": 0.00340,
        "die_y_um": 58.3,
    },
    "run_status": {
        "status": "finished, violations left",
        "violations": "negative setup slack",
    },
    "worst_hold_path": {
        "min_path_type": "in2reg",
    },
}
[worst min path at each step]
stage	end	from	slack, ns	cells after the start
final	gpr[2][5]	uInput[5]	0.48	1
after global routing	gpr[2][7]	uInput[7]	0.47	1
after CTS	gpr[2][4]	uInput[4]	0.49	1
[cells in the mapped netlist, types with 3 or more instances]
master / number / area share (%)
a22oi_1: 7 / 3.3
nand2_1: 8 / 1.9
a221oi_1: 8 / 4.4
edfxtp_1: 24 / 45
nor2b_1: 3 / 1.2
buf_2: 5 / 1.6
mux2_2: 15 / 11
mux2i_1: 15 / 9.5
a21oi_1: 8 / 2.5
dfxtp_1: 9 / 11
buf_6: 3 / 2.1
[power groups by stage]
stage | clock network, mW | logic [mW] | registers, mW
global route | 0.404 | 0.367 | 0.819
finish | 0.360 | 0.342 | 0.815
CTS | 0.368 | 0.325 | 0.815
[cell families after synthesis]
| family | after synthesis | synth area share (%) |
|---|---|---|
| flops | 33 | 56.8 |
| mux | 32 | 22.5 |
| compound gates | 24 | 11.0 |
| simple gates | 15 | 4.81 |
| buf+inv | 12 | 4.89 |
[worst max-delay path: cells and delay by family (launching register included)]
family,cells,cell delay (ns)
muxes,2,0.68
DFF,1,0.38
buffers and inverters,2,0.24
[cell type report]
class                   instances  area (sq um)  area share (%)
multi-input cells              71           723            28.3
well taps                      44          55.1            2.15
clock buffers                   8          48.8            1.91
repair buffers                 93           825            32.2
inverters                       1          3.75           0.147
flip-flops and latches         33           905            35.3
[metal layers]
metal	track usage, %	vias to the layer above
met2	40.2	52
li1	-	627
met4	2.04	0
met1	43.7	614
met3	4.45	10
met5	0	-
[repair_timing]
action,in CTS,in global routing
buffers inserted,18,5
resized,68,17
endpoints found under the setup margin,16,11
hold buffers,0,0
pin swaps,7,6
hold endpoints to repair,0,0
No activity file was given, so power comes from the tool's default toggle rates.
